==> flow/design.v <==
module ALU_4bit_74181 (
    input [3:0] A, 
    input [3:0] B,
    input [3:0] S,         
    input M,               
    input Cn,              
    output reg [3:0] F,    
    output reg P,          
    output reg G,          
    output reg Cn_out,     
    output reg A_eq_B      
);
    reg [4:0] result;
    always @(*) begin
        if (Cn == 1'b1) begin
            if (M == 1'b1) begin
                case (S)
                    4'b0000: result = ~A;             
                    4'b0001: result = ~(A | B);       
                    4'b0010: result = ~A & B;         
                    4'b0011: result = 4'b0000;        
                    4'b0100: result = ~A & ~B;        
                    4'b0101: result = ~B;             
                    4'b0110: result = A ^ B;          
                    4'b0111: result = A & ~B;         
                    4'b1000: result = ~A | B;         
                    4'b1001: result = ~(A ^ B);       
                    4'b1010: result = B;              
                    4'b1011: result = A & B;          
                    4'b1100: result = 4'b1111;        
                    4'b1101: result = A | ~B;         
                    4'b1110: result = A | B;          
                    4'b1111: result = A;              
                default: result = 4'b0000;
                endcase
            end
            else begin
                case (S)
                    4'b0000: result = A;                          
                    4'b0001: result = A | B;                      
                    4'b0010: result = A | ~B;                     
                    4'b0011: result = -1;                         
                    4'b0100: result = A + (A & ~B);               
                    4'b0101: result = (A | B) + (A & ~B);         
                    4'b0110: result = A - B - 1;                  
                    4'b0111: result = (A & B) - 1;                
                    4'b1000: result = A + (A & B);                
                    4'b1001: result = A + B;                      
                    4'b1010: result = (A | ~B) + (A & B);         
                    4'b1011: result = (A & B) - 1;                
                    4'b1100: result = A + ~A;                     
                    4'b1101: result = (A | B) + A;                
                    4'b1110: result = (A | ~B) + A;               
                    4'b1111: result = A - 1;                      
                default: result = 4'b0000;
                endcase
            end
        end
        else begin
            if (M == 1'b1) begin
                case (S)
                    4'b0000: result = ~A;             
                    4'b0001: result = ~(A & B);       
                    4'b0010: result = ~A | B;         
                    4'b0011: result = 4'b1111;        
                    4'b0100: result = ~(A | B);       
                    4'b0101: result = ~B;             
                    4'b0110: result = ~(A ^ B);       
                    4'b0111: result = A | ~B;         
                    4'b1000: result = ~A & B;         
                    4'b1001: result = ~(A ^ B);       
                    4'b1010: result = B;              
                    4'b1011: result = A | B;          
                    4'b1100: result = 4'b0000;        
                    4'b1101: result = A & ~B;         
                    4'b1110: result = A & B;          
                    4'b1111: result = A;              
                default: result = 4'b0000;
                endcase
            end
            else begin
                case (S)
                    4'b0000: result = A - 1;                  
                    4'b0001: result = (A & B) - 1;            
                    4'b0010: result = (A & ~B) - 1;           
                    4'b0011: result = -1;                     
                    4'b0100: result = A + (A | ~B);           
                    4'b0101: result = (A & B) + (A | ~B);     
                    4'b0110: result = A - B - 1;              
                    4'b0111: result = A | ~B;                 
                    4'b1000: result = A + (A | B);            
                    4'b1001: result = A + B;                  
                    4'b1010: result = (A & ~B) & (A + B);     
                    4'b1011: result = A | B;                  
                    4'b1100: result = A + ~A;                 
                    4'b1101: result = (A & B) + A;            
                    4'b1110: result = (A & ~B) + A;           
                    4'b1111: result = A;                      
                default: result = 4'b0000;
                endcase
            end
        end
        F = result[3:0];      
        Cn_out = result[4];   
        P = (A | B);  
        G = (A & B);  
        A_eq_B = (A == B);  
    end
endmodule
==> flow/run.sh <==
#!/bin/bash
# OpenROAD 26Q1-2900-gdf79404cd8, Yosys 0.63+post, stock flow scripts
make -C /OpenROAD-flow-scripts/flow DESIGN_CONFIG=/design/flow/config.mk WORK_HOME=/design/flow/orfs finish
==> flow/config.mk <==
export PLATFORM = sky130hd
export DESIGN_NAME = ALU_4bit_74181
export DESIGN_NICKNAME = ALU_4bit_74181
export VERILOG_FILES = /design/flow/design.v
export SDC_FILE = /design/flow/constraint.sdc
export NUM_CORES = 4
export LEC_CHECK = 1
export CORE_UTILIZATION = 30
==> flow/constraint.sdc <==
current_design ALU_4bit_74181

set clk_period 5.1
set clk_io_pct 0.2

create_clock -name clk0 -period $clk_period

set non_clock_inputs [all_inputs -no_clocks]
set_input_delay [expr $clk_period * $clk_io_pct] -clock clk0 $non_clock_inputs
set_output_delay [expr $clk_period * $clk_io_pct] -clock clk0 [all_outputs]
==> impl_report.txt <==
FLOW METRICS REPORT
----------------------------------------------------
[Outcome]
  Status ........................ complete, no violations

[Synth]
  # Cells Yosys ........................ around 490
  Post-synth top area share ........................ approximately an eighth
  Yosys-reported design area after synthesis ........................ around 3300 µm²
  Gate count after technology mapping ........................ a little under 500
  Biggest area consumer among synthesized cells ........................ ha_1
  Number of synthesis warnings ........................ 1
  Mean instance size in the synthesized netlist ........................ 6.74 µm²
  Biggest area contributors in the synthesized netlist ........................ ha_1 (13%), xnor2_1 (5.6%), a21oi_1 (5.5%)
  Proportion of synthesized chip area in sequential cells ........................ 0%
  Number of different library cells in the post-synthesis netlist ........................ approximately 75
  Summed instance area of the synthesized netlist ........................ between 3000 and 4000 µm²

[Drt]
  Antenna-violating nets left ........................ 0
  Detailed Route Iter0 Violations ........................ about 310
  Post-detailed-route DRC marker count ........................ 0
  Number of iterations in the first detailed-routing pass ........................ 5
  Diode insertion count for antenna repair ........................ 0
  Drt via density ........................ about 6.2
  Detailed-route wire length per cell ........................ around 24 µm
  Final Routed Wirelength ........................ around 16000 µm
  Detailed-route via count ........................ roughly 4.2k

[Critical path]
  Critical path fanouts, max ........................ 7
  Capturing element type of the critical path ........................ output port
  Required time at the worst-slack endpoint ........................ 4080 ps
  Critical-path cell list ........................ clkdlybuf4s50_1 -> buf_4 -> ha_2 -> nor2b_2 -> a31oi_1 -> o21ai_0 -> o32a_1 -> a21oi_2 -> o41ai_2 -> buf_4 -> a22oi_1 -> clkdlybuf4s50_1
  Crit start category ........................ input pin
  Data arrival time of the critical path ........................ 3980 ps
  Delay of the slowest cell on the worst path ........................ a little over 500 ps
  Cell with the biggest individual delay on the critical path ........................ clkdlybuf4s50_1
  Setup CP Type ........................ input pin to output port

[Hold path]
  Worst hold path class ........................ input pin to output port
  Number of stages on the worst hold path ........................ 4
  End point of the most critical hold path ........................ G
  Worst hold path startpoint ........................ B[0]

[Run]
  Stage-log warning count ........................ roughly 56
  Number of maximum-capacitance constraint violations ........................ 0

[Pwr]
  Switching power as a share of total power ........................ between 50% and 60%
  Part of the total power dissipated in combinational logic ........................ around 100%
  Largest voltage drop on the vdd net ........................ between 0.03 and 0.04 mV
  Total power ........................ 0.410 mW
  Standby leakage power ........................ 1.65 nW
  Clk network pwr share ........................ 0%
  Net Sw Power ........................ approximately 0.23 mW
  Power per unit of standard cell area ........................ roughly 99 nW/µm²
  Internal power ........................ roughly 0.18 mW
  Sequential Power Share ........................ 0%

[Placed design]
  Setup slack after placement ........................ a little over 60 ps
  DPL Wire Length ........................ ~13000 µm
  Port Buf Inserts ........................ 22
  RD Place Congestion ........................ 1.04
  Cell Count Post-Placement ........................ between 600 and 700

[Layout]
  Most instantiated logic cells after routing ........................ buf_4 (85), nor2_1 (39), a21oi_1 (35)
  Non-filler cells, final ........................ just under 700
  Layout cell share with drive strength beyond 1 ........................ a little over a fifth
  Most frequently placed logic cell in the final layout ........................ buf_4
  Synth-to-layout area growth ........................ 25.8%
  Clock buf count ........................ 0
  Post-Route Utilization ........................ slightly below 40%
  Flop count ........................ 0
  Sequential cell area in the final layout ........................ 0 µm²

[Die]
  Die height ........................ 107 µm
  IO Count ........................ 22
  Floorplan Utilization ........................ between 30% and 40%
  Core area ........................ 10500 µm²
  Die width ........................ about 110 µm
  Overall die area ........................ 11400 µm²
  Site Rows ........................ 37

[Global route]
  Met2 demand-to-capacity share in global routing ........................ between 40% and 50%
  Total gr overflow ........................ 0
  Via count of the first global-routing pass ........................ approximately 4.2k
  Met1 Resource Use GR ........................ 38.5%
  Wire length of the first global-routing pass ........................ approximately 25000 µm
  Global routing usage on met3 ........................ 5.39%
  Most used routing layer in global routing ........................ met2
  Maximum number of pins on one net before global-route repair ........................ 27
  Antenna violations before repair ........................ 0
  Global router's overall resource usage ........................ 29.4%

[STA]
  Final count of hold timing violations ........................ 0
  Relative slew slack ........................ 57.6%
  Finish-stage setup viols ........................ 0
  Hold Slack ........................ between 3000 and 4000 ps
  Slew Limit Fails ........................ 0
  Final period util ........................ a little over nine tenths
  Min Tclk post-route ........................ roughly 5000 ps
  Final critical-path setup slack ........................ between 100 and 150 ps
  Actual slew at the worst max-slew pin ........................ ~640 ps
  Max frequency ........................ around 200 MHz

[Clocking]
  Post-CTS setup repair buffer count ........................ 0

----------------------------------------------------
Yosys cell counts, types with 5 or more instances:
cell / instances
o21ai_1: 5
nand2b_1: 14
xnor2_1: 21
buf_2: 19
nor2b_1: 8
ha_1: 35
a2111oi_0: 7
a31oi_1: 15
a22oi_1: 12
nor4_1: 5
nand2_1: 34
clkbuf_1: 15
nand3_1: 7
xor2_1: 6
nor2_1: 39
o21ai_0: 24
o211ai_1: 7
inv_1: 24
a221oi_1: 11
nor3_1: 13
o22ai_1: 13
a211oi_1: 11
a21oi_1: 36
mux2i_1: 8
a32oi_1: 8
o221ai_1: 6
per-layer routing:
metal  wire [µm]  vias up
met5           0        -
met4         772        0
met3        1500       53
met2        7350      229
met1        6730     1977
li1            -     1971
critical path, delay by kind of cell:
kind | cells | cell delay, ps
AND-OR/OR-AND | 6 | 1320
adder cells (fa/ha/maj) | 1 | 240
AND/OR/NAND/NOR | 1 | 70
buffers and inverters | 4 | 1340
through the flow:
stage	TNS [ps]	instance area, µm²
CTS	0	4070
finish	0	4140
detailed placement	0	4070
floorplan	0	3290
global placement	0	4070
global route	-10.3	4140
cell type report:
cell class / instances / area (µm²)
fillers: 1150 / 6330
well taps: 136 / 170
multi-input cells: 416 / 3000
repair buffers: 108 / 878
inverters: 24 / 90.1
what timing repair did:
item | 4_1_cts | 5_1_grt
resized | 0 | 22
setup endpoints to repair | 0 | 3
hold buffers | 0 | 0
cell families after synthesis:
family                   synth area share [%]
AND-OR/OR-AND                            39.3
XOR/XNOR                                 7.69
adder cells (fa/ha/maj)                  14.5
buffers and inverters                    10.7
multiplexers                             3.12
AND/OR/NAND/NOR                          24.6
power groups by stage:
stage / combinational [mW] / clock [mW] / sequential (mW)
6_report: 0.410 / 0 / 0
5_1_grt: 0.440 / 0 / 0
4_1_cts: 0.393 / 0 / 0
how the worst max path moves through the flow:
stage | start | endpoint | slack [ps] | cells past startpoint
CTS | B[0] | F[3] | 50 | 13
global route | B[1] | F[3] | -10 | 13
finish | B[1] | F[3] | 100 | 12
Power and IR drop assume default switching activity.
