### run.sh
#!/bin/bash
# OpenROAD 26Q1-2900-gdf79404cd8, Yosys 0.63+post, stock flow scripts
make -C /OpenROAD-flow-scripts/flow DESIGN_CONFIG=/design/flow/config.mk WORK_HOME=/design/flow/orfs finish
### config.mk
export PLATFORM = sky130hd
export DESIGN_NAME = zero_count_task
export DESIGN_NICKNAME = zero_count_task
export VERILOG_FILES = /design/flow/design.v
export SDC_FILE = /design/flow/constraint.sdc
export NUM_CORES = 4
export LEC_CHECK = 1
export CORE_AREA = 10 10 70 70
export DIE_AREA = 0 0 80 80
### constraint.sdc
current_design zero_count_task

set clk_period 3.6
set clk_io_pct 0.2

create_clock -name clk0 -period $clk_period

set non_clock_inputs [all_inputs -no_clocks]
set_input_delay [expr $clk_period * $clk_io_pct] -clock clk0 $non_clock_inputs
set_output_delay [expr $clk_period * $clk_io_pct] -clock clk0 [all_outputs]
### design.v
`timescale 1ns / 1ps
module zero_count_task(
    input wire  [7:0]   data,
    output reg  [3:0]   out
    );
    always @(data)
        count_zeros_in_byte(data, out);
    task count_zeros_in_byte(input [7:0] data, output reg [3:0] count);
    integer i;
    begin 
        count = 0;
        for (i=0; i <= 7; i = i+1)
            if(data[i] == 0) count = count + 1;
    end
    endtask
endmodule
==> results.rst <==
Run summary
-----------

.. list-table::
   :header-rows: 1

   * - Metric
     - Value
   * - Outcome
     - complete, but fails checks
   * - Violations in the final reports
     - setup timing
   * - Final Critical Period
     - 4.392 ns
   * - Ordered cell list for the critical path
     - buf_8 > inv_4 > ha_4 > mux2i_2 > xor2_1 > o21ai_1 > ha_1 > or2_4 > o311a_1 > o21a_1 > o21ai_2 > nand2_2 > ha_4 > nor2_4 > a31oi_4 > ha_4 > mux2_4 > buf_6
   * - Length of the first detailed-routing pass in iterations
     - 4
   * - Most used standard cells in the synthesized netlist
     - 8 x ha_1, 8 x xnor2_1, 7 x inv_1
   * - Count of synthesis-stage warnings from yosys
     - 1
   * - Critical Path Most Common Cell
     - ha_4
   * - Total power
     - 325.2 µW
   * - DRC violations left
     - 0
   * - Tally of unique sky130hd cells used after synthesis
     - 37
   * - Worst path buffer plus inverter count
     - 3
   * - Worst min path class
     - in -> out
   * - Max-cap violations
     - 0
   * - Clock buffer count in the final layout
     - 0
   * - First DRT Iteration DRCs
     - 22
   * - Data required time of the worst path
     - 2.88 ns
   * - Critical path's slowest cell
     - ha_1
   * - Kind of end point of the critical path
     - primary output
   * - Startpoint of the most critical setup path
     - data[0]
   * - Setup slack after layout
     - -0.7922 ns
   * - Total GRT Usage
     - 4.764%
   * - Fill cell instance count of the final layout
     - 344
   * - Worst Tran Pin Value
     - 0.3447 ns
   * - Slew Limit Fails
     - 0
   * - Unrepaired setup endpoints after global routing
     - true
   * - Startpoint type of the worst setup path
     - primary input
   * - Synthesized area per cell
     - 7.580 µm²
   * - Area growth, synth to finish
     - 81.57%
   * - Top achievable clock speed
     - 227.7 MHz
   * - Netlist area before placement
     - 651.9 µm²
   * - Biggest fanout along the worst timing path
     - 3
   * - DR vias/cell
     - 4.237
   * - Wire length per cell after detailed routing
     - 9.543 µm
   * - Pre-CTS setup slack
     - -1.627 ns
   * - Placed cells
     - 169
   * - Antenna cell count
     - 0
   * - Number of top-level design ports
     - 12
   * - Maximum number of pins on one net before global-route repair
     - 8
   * - Power density over the cells
     - 274.8 mW/mm²
   * - Largest voltage drop on the vdd net
     - 0.07847 mV
   * - Post-synthesis instance total
     - 86
   * - Start point of the worst min-delay path
     - data[7]
   * - CP top delay family
     - adder cells
   * - Dominant cell type by area after synthesis
     - ha_1
   * - First-pass GRT wire length
     - 2.753 mm
   * - Initial standard-cell utilization of the core
     - 19.08%
   * - Remaining Overflow, GRT
     - 0
   * - Slew HR
     - 76.94%
   * - Layout sequential cell count
     - 0
   * - Summed standard-cell area reported by yosys
     - 651.9 µm²
   * - Hold Path Depth
     - 3
   * - Detailed-route wire length
     - 1.651 mm
   * - Number of port buffers
     - 12
   * - Die Area
     - 0.006400 mm²
   * - Register cell area after layout
     - 0 µm²
   * - Data arrival time of the worst path
     - 3.67 ns
   * - Sink of the worst hold path
     - out[1]
   * - Placement row count
     - 21
   * - Sequential area share after synthesis
     - 0%
   * - Via count
     - 733
   * - Number of nets with antenna violations after detailed routing
     - 0
   * - Number of warning messages in the logs
     - 38
   * - Final tally of setup violations
     - 3
   * - Non-filler cells, final
     - 173
   * - Vertical die dimension
     - 80 µm
   * - Fraction of layout instances using a drive strength above 1
     - 49.61%
   * - Critical Path Stages
     - 18
   * - Number of global-route vias before repair
     - 649
   * - Biggest cell delay along the critical path
     - 0.28 ns
   * - Leakage power of the design
     - 0.0004968 µW
   * - Post-detailed-placement half-perimeter wirelength
     - 1.315 mm
   * - Hold violation total from the final report
     - 0
   * - Yosys Instances
     - 86
   * - Initial antenna violation count
     - 0
   * - Top cells by area
     - ha_1 15%, xnor2_1 11%, xnor2_2 7.5%
   * - Crit Path Category
     - in -> out
   * - Final period utilization
     - 122.0%
   * - Core region area
     - 0.003416 mm²
   * - Weighted congestion reported at the end of routability-driven placement
     - 0.9154
   * - Die Wd
     - 80 µm
   * - Dominant cell area share
     - 15.36%
   * - Hold_ws
     - 2.228 ns
cells in the final DEF, fill, tap and decap left out, types with 3 or more instances in the layout:
master | netlist | layout
buf_2 | 2 | 3
buf_4 | 1 | 32
clkdlybuf4s50_1 | 0 | 6
ha_1 | 8 | 4
ha_4 | 0 | 4
inv_1 | 7 | 5
nand2b_1 | 4 | 3
nand3_1 | 6 | 5
nor2b_1 | 4 | 3
o21ai_0 | 5 | 3
xnor2_1 | 8 | 7
xnor2_2 | 3 | 3
xor2_1 | 4 | 4
final cells by class:
type | count | area (µm²) | area share (%)
repair buffers | 45 | 367.9 | 31.08
well taps | 46 | 57.56 | 4.863
inverters | 7 | 33.78 | 2.854
multi-input cells | 75 | 724.4 | 61.20
worst min-delay path, delay by kind of cell:
family / cells / cell delay [ns]
multiplexers: 1 / 0.23
buffers and inverters: 2 / 0.55
where the power goes:
part / switching (µW) / internal (µW)
registers: 0 / 0
logic: 129 / 196
clock network: 0 / 0
cells by family after synthesis:
logic type,count (synthesis),share of synthesized area [%]
XOR/XNOR,15,23.61
AND/OR/NAND/NOR,32,29.56
AND-OR/OR-AND,18,19.77
adder cells (fa/ha/maj),8,15.36
buffers and inverters,11,8.446
multiplexers,2,3.263
worst max-delay path by stage:
stage / to
after CTS: out[1]
after global routing: out[3]
final: out[1]
routing by layer:
metal  up-vias  wire length (µm)  global-route usage (%)
met5         -                 0                       0
met4         0                 8                  0.1761
met3         2                91                  0.6818
met2        21               634                   6.982
met1       321               916                   7.417
li1        389                 -                       -
timing repair:
item / in CTS / in global routing
buffers inserted: 5 / 1
resized: 35 / 14
hold buffers: 0 / 0
setup endpoints to repair: 4 / 4
pin swaps: 11 / 12
stage by stage:
step / cell area [µm²] / util (%) / setup TNS [ns]
floorplan: 683.2 / - / -1.524
global placement: 1050 / 30.73 / -4.991
detailed placement: 1050 / 30.73 / -5.105
CTS: 1106 / 32.38 / -2.374
global route: 1184 / 34.65 / -2.723
finish: 1184 / 34.65 / -2.208
Power is estimated from default activity; no workload was simulated.
