==> flow/design.v <==
`timescale 1ns / 1ps
module zero_count_function(
    input wire  [7:0]   data,
    output reg  [3:0]   out
);
    always @(*)
        out = count_zeros_in_byte(data);
    function [3:0] count_zeros_in_byte;
        input [7:0] data;
        integer i;
        begin 
            count_zeros_in_byte = 0;
            for (i = 0; i <= 7; i = i + 1)
                if (data[i] == 0) 
                    count_zeros_in_byte = count_zeros_in_byte + 1;
        end
    endfunction
endmodule
==> flow/run.sh <==
#!/bin/bash
# OpenROAD 26Q1-2900-gdf79404cd8, Yosys 0.63+post, stock flow scripts
make -C /OpenROAD-flow-scripts/flow DESIGN_CONFIG=/design/flow/config.mk WORK_HOME=/design/flow/orfs finish
==> flow/config.mk <==
export PLATFORM = sky130hd
export DESIGN_NAME = zero_count_function
export DESIGN_NICKNAME = zero_count_function
export VERILOG_FILES = /design/flow/design.v
export SDC_FILE = /design/flow/constraint.sdc
export NUM_CORES = 4
export LEC_CHECK = 1
export CORE_AREA = 10 10 70 70
export DIE_AREA = 0 0 80 80
==> flow/constraint.sdc <==
current_design zero_count_function

set clk_period 2.9
set clk_io_pct 0.2

create_clock -name clk0 -period $clk_period

set non_clock_inputs [all_inputs -no_clocks]
set_input_delay [expr $clk_period * $clk_io_pct] -clock clk0 $non_clock_inputs
set_output_delay [expr $clk_period * $clk_io_pct] -clock clk0 [all_outputs]
==> qor.csv <==
metric,value,unit
Detail Route Antenna Nets,0,
number of placement rows,21,
cell chain of the critical path,buf_12 > inv_6 > ha_4 > mux2i_2 > xor2_1 > o21ai_1 > ha_1 > or2_4 > o311a_4 > o21a_1 > o21ai_2 > nand2_1 > ha_1 > nor2_1 > a31oi_1 > ha_1 > mux2_4 > buf_6,
total setup violations reported at the end of the flow,4,
Initial DRC Count,3,
total number of vias,732,
number of global-route vias before repair,669,
Pre-Place Util,0.191,
pin count of the biggest net entering global routing,10,
ratio of cells with drive above 1 in the final layout,0.504,
worst-margin pin slew,0.415,ns
HPWL after DPL,1330,um
TNS Setup,-3.62,ns
tool warnings,38,
most used cells in the layout excluding fill and tap cells,"sky130_fd_sc_hd__buf_4, sky130_fd_sc_hd__xnor2_1",
Residual DRC,0,
max-cap violation count,0,
Adders+Majority by Area,0.154,
violated checks,setup timing,
unrepaired setup endpoints after global routing,true,
"area fraction in and, or, nand and nor cells",0.296,
average vias per placed instance,4.18,
relative slew slack,0.721,
static leakage power,0.514,nW
post-layout period usage of the worst path,1.41,
critical path capture point type,output pin,
outcome,"finished, violations left",
per-cell routed wire length,9.41,um
initial antenna violation count,0,
fillcell total,344,
source of the worst hold timing path,data[7],
Max rail drop VDD,0.0000985,V
startpoint class of the critical path,input pin,
Hold Path Cell Cnt,3,
Congestion Overflow GR,0,
number of top-level pins,12,
Fmax,245,MHz
MUX share of area,0.0326,
XOR/XNOR share of the synthesized area,0.236,
Core Footprint,3420,um2
CTS Hold Bufs,0,
mean instance size in the synthesized netlist,7.58,um2
cell with the biggest individual delay on the critical path,sky130_fd_sc_hd__ha_1,
number of placed instances with taps included,171,
critical path type,input pin to output pin,
clkbuf count,0,
first-pass iteration count of the detailed router,3,
chip area line of the yosys report,652,um2
library cells used by synthesis,37,
total standard cell area after synthesis,652,um2
Layout Area Growth over Synthesis,83.3,%
count of endpoints failing hold in the final timing report,0,
most frequent cell on the critical path,sky130_fd_sc_hd__ha_1,
max incr delay on CP,0.27,ns
synthesis warning total,1,
required time of the worst setup path,2.32,ns
combined flip-flop and latch cell area,0,um2
share of synthesized cell area in and-or and or-and compound cells,0.198,
Total Wirelength,1650,um
Total GRT Usage,0.0474,
global-route wire length before repair,2710,um
Final Non-Filler Cells,175,
Hold/Removal Path Class,input pin to output pin,
most frequent standard cell in the layout excluding fill and tap cells,sky130_fd_sc_hd__buf_4,
signal arrival time at the worst endpoint,3.51,ns
tally of buffers added on design ports,12,
number of inserted diodes,0,
number of cells in the yosys synthesis report,86,
Pwr Total,0.000384,W
placer congestion estimate,0.875,
max-slew violation total from the final report,0,
number of standard cells after synthesis,86,
die height,80,um
Chip Width,80,um
final worst path period need,4.09,ns
Die ar.,6400,um2
power per unit of standard cell area,321,nW/um2
dominant non-sequential cell family after synthesis,simple AND/OR/NAND/NOR gates,
Max Fanout on Critical Path,3,
fraction of the yosys area taken by sequential cells,0,
Min-Delay Endpoint,out[1],
flip-flop and latch count,0,
slack of the critical path,-1.19,ns
## kinds of logic after synthesis
kind of cell / after synthesis
AOI/OAI and AO/OA: 18
buffers and inverters: 11
muxes: 2
and+or+nand+nor: 32
xor gates and xnor gates: 15
adders and majority gates: 8
## power breakdown
| group | leakage, nW | total [W] | internal (W) | switching, W |
|---|---|---|---|---|
| Sequential | 0 | 0 | 0 | 0 |
| Clock | 0 | 0 | 0 | 0 |
| Combinational | 0.514 | 0.000384 | 0.000235 | 0.000149 |
## Yosys cell counts (2+ instances only)
cell type                  n  area (um2)
sky130_fd_sc_hd__ha_1      8         100
sky130_fd_sc_hd__xnor2_1   8        70.1
sky130_fd_sc_hd__inv_1     7        26.3
sky130_fd_sc_hd__nand3_1   6        30.0
sky130_fd_sc_hd__o21ai_0   5        25.0
sky130_fd_sc_hd__nand2b_1  4        25.0
sky130_fd_sc_hd__nor2b_1   4        25.0
sky130_fd_sc_hd__xor2_1    4        35.0
sky130_fd_sc_hd__nand2_1   3        11.3
sky130_fd_sc_hd__xnor2_2   3        48.8
sky130_fd_sc_hd__a21oi_1   2        10.0
sky130_fd_sc_hd__a31oi_1   2        12.5
sky130_fd_sc_hd__buf_2     2        10.0
sky130_fd_sc_hd__nand3b_1  2        15.0
sky130_fd_sc_hd__nor2_1    2        7.51
sky130_fd_sc_hd__nor3_1    2        10.0
sky130_fd_sc_hd__o21a_1    2        15.0
## worst max-delay path by stage
stage / to / from / cells past startpoint
4_1_cts: out[1] / data[1] / 18
5_1_grt: out[1] / data[0] / 18
6_report: out[1] / data[0] / 18
## per-layer routing
| metal | GRT usage | part of all wire |
|---|---|---|
| met1 | 0.0720 | 0.52 |
| met2 | 0.0722 | 0.42 |
| met3 | 0.00682 | 0.055 |
| met4 | 0 | 0 |
| met5 | 0 | 0 |
## metrics by stage
step	cell area (um2)	setup WS (ns)	utilization	hold WS [ns]
final	1190	-1.19	0.350	1.94
after CTS	1120	-1.30	0.327	1.95
after global routing	1190	-1.35	0.350	1.99
after detailed placement	1060	-2.06	0.312	2.18
after global placement	1060	-2.01	0.312	2.17
after floorplan	683	-1.02	-	1.19
## timing repair
| action | 4_1_cts | 5_1_grt |
|---|---|---|
| pin swaps | 12 | 13 |
| endpoints found under the setup margin | 4 | 4 |
| gates resized | 37 | 13 |
| buffers inserted | 4 | 2 |
## cell type report
| type | instances | area [um2] | share of cell area |
|---|---|---|---|
| Tap cell | 46 | 57.6 | 0.0482 |
| Timing Repair Buffer | 47 | 390 | 0.327 |
| Multi-Input combinational cell | 75 | 713 | 0.597 |
| Inverter | 7 | 33.8 | 0.0283 |
## worst max-delay path: cells and delay by family
kind	cells	cell delay [ns]
AOI/OAI and AO/OA	5	0.76
muxes	2	0.43
and+or+nand+nor	3	0.35
buffers and inverters	3	0.23
adders and majority gates	4	0.95
xor gates and xnor gates	1	0.22
Power is estimated from default activity; no workload was simulated.
